==> design.v <==
package lc3b_types;
typedef logic [15:0] lc3b_word;
typedef logic  [7:0] lc3b_byte;
typedef logic 	[10:0] lc3b_offset11;
typedef logic  [8:0] lc3b_offset9;
typedef logic 	[7:0] lc3b_offset8;
typedef logic  [5:0] lc3b_offset6;
typedef logic 	[4:0] lc3b_offset5;
typedef logic 	[3:0] lc3b_offset4;
typedef logic  [2:0] lc3b_reg;
typedef logic  [2:0] lc3b_nzp;
typedef logic  [1:0] lc3b_mem_wmask;
typedef logic [127:0] lc3b_cache_line;
typedef logic  [8:0] lc3b_c_tag;
typedef logic  [3:0] lc3b_c_offset;
typedef logic  [2:0] lc3b_c_index;
typedef logic [8:0] lc3b_c2_tag;
typedef logic [2:0] lc3b_c2_index;
typedef logic [3:0] lc3b_c2_offset;
typedef logic [11:0] lc3b_v_tag;
typedef struct packed {
	lc3b_reg dest;
	logic ir_5;
	lc3b_nzp nzp;
    logic[1:0] bhr_out;
    lc3b_word branch_pred_target;
    logic branch_hit;
	 lc3b_word pc;
	 logic[1:0] branch_pred;
} lc3b_passed_vals;
typedef enum bit [3:0] {
    op_add  = 4'b0001,
    op_and  = 4'b0101,
    op_br   = 4'b0000,
    op_jmp  = 4'b1100,    
    op_jsr  = 4'b0100,    
    op_ldb  = 4'b0010,
    op_ldi  = 4'b1010,
    op_ldr  = 4'b0110,
    op_lea  = 4'b1110,
    op_not  = 4'b1001,
    op_rti  = 4'b1000,
    op_shf  = 4'b1101,
    op_stb  = 4'b0011,
    op_sti  = 4'b1011,
    op_str  = 4'b0111,
    op_trap = 4'b1111
} lc3b_opcode;
typedef enum bit [3:0] {
    alu_add,
    alu_and,
    alu_not,
    alu_pass,
    alu_sll,
    alu_srl,
    alu_sra
} lc3b_aluop;
typedef struct packed {
	lc3b_opcode opcode;
	lc3b_aluop aluop;
	logic load_cc;
	logic load_regfile;
	logic[1:0] pc_sel;
	logic[2:0] sext_sel;
	logic[1:0] wb_sel;
	logic src_b_mux_sel;
	logic dest_sel;
	logic ex_write_sel;
	logic[1:0] lea_mux_sel;
	logic[1:0] jsr_mux_sel;
	logic check_cc;
    logic flush;
} lc3b_control_word;
endpackage : lc3b_types
import lc3b_types::*;
module array #(parameter width = 128, parameter height = 3)
(
    input clk,
    input write,
    input [height-1:0] index,
    input [width-1:0] datain,
    output logic [width-1:0] dataout
);
logic [width-1:0] data [((2**height)-1):0];
initial
begin
    for (int i = 0; i < $size(data); i++)
    begin
        data[i] = 1'b0;
    end
end
always_ff @(posedge clk)
begin
    if (write == 1)
    begin
        data[index] = datain;
    end
end
assign dataout = data[index];
endmodule : array
==> run.sh <==
#!/bin/bash
# OpenROAD 26Q1-2900-gdf79404cd8, Yosys 0.63+post, stock flow scripts
make -C /OpenROAD-flow-scripts/flow DESIGN_CONFIG=/design/flow/config.mk WORK_HOME=/design/flow/orfs finish
==> config.mk <==
export PLATFORM = sky130hd
export DESIGN_NAME = array
export DESIGN_NICKNAME = array
export VERILOG_FILES = /design/flow/design.v
export SDC_FILE = /design/flow/constraint.sdc
export NUM_CORES = 4
export LEC_CHECK = 1
export CORE_UTILIZATION = 50
==> constraint.sdc <==
current_design array

set clk_period 24.1
set clk_io_pct 0.2

create_clock -name clk0 -period $clk_period [get_ports {clk}]

set non_clock_inputs [all_inputs -no_clocks]
set_input_delay [expr $clk_period * $clk_io_pct] -clock clk0 $non_clock_inputs
set_output_delay [expr $clk_period * $clk_io_pct] -clock clk0 [all_outputs]
==> results.cfg <==
; generated from flow reports
[clock_tree]
clk_transition_reported_paths_ns = 0.06
cts-root-to-sink-buffers = 3
cts.sink_count = 1024
cts_max_level = 3
post_cts_resize_count = 0
cts_inserted_buffers = 102
cts.root.buffer_cell = clkbuf_16
cts_hold_repair.buffers = 0
cts_setup_buffers = 0
cts_tree = done

[timing]
finalMaxSlewViolations = 0
layout_min_cycle_time_ns = 13.38
totalNegativeSetupSlack_ns = 0
timing.final.hold_violations = 0
rsz0062_at_grt = no
min_period_over_period = 0.555
final-setup-viol-count = 0
tightest_slew_ns = 0.782
relSlewSlack = 0.478
clock.fmax_mhz = 74.7

[route]
routed_wl_um = 78900
dr_wl_met2_um = 39200
detailedRoute.firstPassIterationCount = 6
wl_per_cell_um = 25.4
dr_total_vias = 17805
detail_route.drc_violations = 0
routed_length_on_met1_um = 28100
route.detailed.vias_per_inst = 5.72
route.antenna.remaining_nets = 0
met3WireLength_um = 9970
top_layer = met5
drt_iter0_drc = 860

[floorplanning]
chipHeight_um = 280
chip_area_um2 = 78500
fp_util = 0.508
rows = 101
num_io_pins = 261
dieWidth_um = 280
fp.coreArea_um2 = 76200

[setup_path]
cp_cell_sequence = clkbuf_8 > buf_4 > buf_4 > buf_4 > inv_1 > a221oi_1 > o21ai_0 > clkdlybuf4s50_1
cp_most_frequent_cell = buf_4
cp-end-kind = output port
worstPathMaxFanout = 71
worstSetupStartpoint = index[1]
slowest_delay_ns = 0.60
worst_path_dominant_cell_family = buffers and inverters
timing.setup.critical_path_class = in -> out
worst-endpoint-arrival_ns = 8.56
worst_ep_required_time_ns = 19.28
worst_setup_path_start_kind = input pin
timing.critical_path.buf_inv = 6
critPathSlowestCell = buf_4

[layout]
fillCellCount = 5237
max_ffs_per_register = 1024
layout_top_cell_excl_fill_tap = edfxtp_1
area_growth_pct = 18.3
drive_gt1_frac = 0.282
finish.utilization = 0.601
layout_top_cells_excl_fill_tap = edfxtp_1 (1,024), clkdlybuf4s50_1 (257), mux2_2 (207)

[min_path]
hp-start = datain[101]
hold_path_class = in -> reg
end_point_of_the_most_critical_hold_path = data[7][101]
hold_path_cell_cnt = 1

[place]
gpl.final_weighted_congestion = 0.767
placement.io_buffers = 260
dpl_hpwl_um = 41300

[yosys]
ys.warnings.count = 1
ys_chip_area_um2 = 38700
synthDistinctLibCells = 19
post-synth-top-area-fraction = 0.795
post_synthesis_cell_area_um2 = 38700
ys_seq_frac = 0.795
per_instance_average_area_after_synthesis_um2 = 23.1
ys_cells = 1678
synth.area.top_cells = edfxtp_1 (79%), mux4_2 (10%), mux2_2 (6.0%)
ys.flops = 1024
netlist_instances = 1678
synthDominantAreaCellType = edfxtp_1

[grt]
grt_use_total = 0.232
grt_pass1_wl_um = 118000
vias_in_the_first_global_route = 19688
pin_count_of_the_biggest_net_entering_global_routing = 79
grt_antenna_before_repair = 15
grt.overflow.total = 0

[pwr]
worst_ir_drop_vdd_mv = 0.0645
p_per_area_nw_per_um2 = 82.8
power.leakage_nw = 14.4

[job]
tool_warnings = 26
max_cap_violations = 0

[status]
status = completed
## how the worst max path moves through the flow
| stage | cells past startpoint | end |
|---|---|---|
| CTS | 8 | dataout[126] |
| global route | 8 | dataout[126] |
| finish | 8 | dataout[126] |
## metrics by stage
stage	hold slack [ns]	std cells	power, W	cell area (um^2)	setup WS, ns
after global placement	5.54	2926	0.00231	42600	10.72
after CTS	4.85	3111	0.00383	45800	10.70
final	4.89	3113	0.00379	45800	10.72
after detailed placement	5.55	2926	0.00231	42600	10.73
after global routing	4.89	3111	0.00392	45800	10.46
after floorplan	4.92	1678	0.00219	38700	9.16
## power breakdown
part,internal [W],switching (W)
sequential,0.00202,0.0000114
combinational,0.000128,0.000111
clock,0.000889,0.000628
## layer usage
layer	vias up	GRT usage
met3	136	0.135
met5	-	0
met4	26	0.0377
met2	915	0.343
li1	7751	-
met1	8977	0.341
## synthesized netlist by cell type
cell and n:
buf_1 14, clkbuf_1 40, a22oi_1 79, nand2_1 43
a221oi_1 2, o21ai_0 1, edfxtp_1 1024, nor2_1 6
nor3_1 3, mux2_2 207, o211ai_1 39, and2_1 1
buf_2 17, nand2b_1 1, nor2b_1 3, inv_1 2
buf_6 19, buf_4 1, mux4_2 176
## kinds of logic (layout without fill, tap and decap cells)
group	after synthesis	after routing	synth area share
compound gates	121	121	0.0235
buf+inv	93	496	0.0134
flops	1024	1024	0.795
mux	383	383	0.163
other cells	0	2	0
simple gates	57	57	0.00595
## layout make-up
cell class / count / area (um^2) / share of cell area
clock buffers: 127 / 2710 / 0.0592
multi-input cells: 561 / 7510 / 0.164
clock inverters: 58 / 508 / 0.0111
well taps: 1030 / 1290 / 0.0281
repair buffers: 309 / 3010 / 0.0656
inverters: 2 / 7.51 / 0.000164
flip-flops and latches: 1024 / 30700 / 0.672
diodes: 2 / 5.00 / 0.000109
Power and IR drop assume default switching activity.
