[flow/design.v]
package lc3b_types;
typedef logic [15:0] lc3b_word;
typedef logic  [7:0] lc3b_byte;
typedef logic 	[10:0] lc3b_offset11;
typedef logic  [8:0] lc3b_offset9;
typedef logic 	[7:0] lc3b_offset8;
typedef logic  [5:0] lc3b_offset6;
typedef logic 	[4:0] lc3b_offset5;
typedef logic 	[3:0] lc3b_offset4;
typedef logic  [2:0] lc3b_reg;
typedef logic  [2:0] lc3b_nzp;
typedef logic  [1:0] lc3b_mem_wmask;
typedef logic [127:0] lc3b_cache_line;
typedef logic  [8:0] lc3b_c_tag;
typedef logic  [3:0] lc3b_c_offset;
typedef logic  [2:0] lc3b_c_index;
typedef logic [8:0] lc3b_c2_tag;
typedef logic [2:0] lc3b_c2_index;
typedef logic [3:0] lc3b_c2_offset;
typedef logic [11:0] lc3b_v_tag;
typedef struct packed {
	lc3b_reg dest;
	logic ir_5;
	lc3b_nzp nzp;
    logic[1:0] bhr_out;
    lc3b_word branch_pred_target;
    logic branch_hit;
	 lc3b_word pc;
	 logic[1:0] branch_pred;
} lc3b_passed_vals;
typedef enum bit [3:0] {
    op_add  = 4'b0001,
    op_and  = 4'b0101,
    op_br   = 4'b0000,
    op_jmp  = 4'b1100,    
    op_jsr  = 4'b0100,    
    op_ldb  = 4'b0010,
    op_ldi  = 4'b1010,
    op_ldr  = 4'b0110,
    op_lea  = 4'b1110,
    op_not  = 4'b1001,
    op_rti  = 4'b1000,
    op_shf  = 4'b1101,
    op_stb  = 4'b0011,
    op_sti  = 4'b1011,
    op_str  = 4'b0111,
    op_trap = 4'b1111
} lc3b_opcode;
typedef enum bit [3:0] {
    alu_add,
    alu_and,
    alu_not,
    alu_pass,
    alu_sll,
    alu_srl,
    alu_sra
} lc3b_aluop;
typedef struct packed {
	lc3b_opcode opcode;
	lc3b_aluop aluop;
	logic load_cc;
	logic load_regfile;
	logic[1:0] pc_sel;
	logic[2:0] sext_sel;
	logic[1:0] wb_sel;
	logic src_b_mux_sel;
	logic dest_sel;
	logic ex_write_sel;
	logic[1:0] lea_mux_sel;
	logic[1:0] jsr_mux_sel;
	logic check_cc;
    logic flush;
} lc3b_control_word;
endpackage : lc3b_types
module victim_cache_controller
(
	input clk,
	input hit,
	input [1:0] line_hit,
	input dirty,
	input full,
	input l1_read, l1_write,
	input l2_mem_resp,
	output logic inputreg_load,
	output logic outputreg_load,
	output logic selmux_sel,
	output logic lru_load,
	output logic linehitmux_sel,
	output logic cacheslot_load,
	output logic l2_tagmux_sel,
	output logic mem_resp,
	output logic l2_read,
	output logic l2_write,
	output logic outputregmux_sel,
	output logic valid_in,
	output logic addr_load
);
enum int unsigned {
	idle, 
	swap,
	write_l2,
	read_l2,
	write_victim,
	stall
} state, next_state; 
always_comb
begin
	inputreg_load = 0;
	outputreg_load = 0;
	selmux_sel = 0;
	lru_load = 0;
	linehitmux_sel = 0;
	cacheslot_load = 0;
	mem_resp = 0;
	outputregmux_sel = 0;
	valid_in = 0;
	l2_write = 0;
	l2_read = 0;
	case(state)
		idle: begin
			if(hit && l1_write) begin	 
				inputreg_load = 1;
				outputreg_load = 1;
				lru_load = 1;
				mem_resp = 1;
			end
			else if(~hit && l1_write) begin  
				inputreg_load = 1;
				outputreg_load = 1;
				selmux_sel = 1;
				linehitmux_sel = 1;
			end
		end
		swap: begin
			if(l1_read) begin
				valid_in = 1;
				cacheslot_load = 1;
				mem_resp = 1;
			end
		end
		write_l2: begin		 
			selmux_sel = 1;
			l2_write = 1;
			if(l2_mem_resp) begin
				valid_in = 1;
				cacheslot_load = 1;
				linehitmux_sel = 1;
				mem_resp = 1;
			end
		end 
		read_l2: begin		 
			if(l1_read)
				l2_read = 1;
			outputregmux_sel = 1;
			if(l2_mem_resp) begin
				lru_load = 1;
				linehitmux_sel = 1;
				mem_resp = 1;
			end
		end
		write_victim: begin	 
			valid_in = 1;
			cacheslot_load = 1;
			mem_resp = 1;
			linehitmux_sel = 1;
			lru_load = 1;
		end
		stall: begin
			;
		end
		default: ;
	endcase
end
always_comb
begin
	l2_tagmux_sel = 0;
	addr_load = 0;
	if(state == stall || state == read_l2) begin
		l2_tagmux_sel = 1;
	end
	if(next_state == write_l2 || next_state == read_l2)
		addr_load = 1;
end
always_comb
begin
	next_state = state;
	case(state)
		idle: begin
			if(hit && l1_write)
				next_state = swap;
			else if(~hit && l1_write && full) begin
				next_state = write_l2;
			end
			else if(~hit && l1_write && (~full | ~dirty)) 
				next_state = write_victim;
			else if(l1_read) begin
				next_state = read_l2;
			end
		end
		swap: begin
			if(l1_read)
				next_state = idle;
		end
		write_l2: begin
			if(l2_mem_resp) begin
				next_state = stall;
			end
		end
		stall: begin
			if(l1_read)
				next_state = read_l2;
		end
		read_l2: begin
			if(l2_mem_resp)
				next_state = idle;
		end
		write_victim: begin
			if(l1_read) begin
				next_state = read_l2;
			end
			else
				next_state = idle;
		end
		default: ;
	endcase
end
always_ff @ (posedge clk)
begin
	state <= next_state;
end
endmodule : victim_cache_controller
[flow/run.sh]
#!/bin/bash
# OpenROAD 26Q1-2900-gdf79404cd8, Yosys 0.63+post, stock flow scripts
make -C /OpenROAD-flow-scripts/flow DESIGN_CONFIG=/design/flow/config.mk WORK_HOME=/design/flow/orfs finish
[flow/config.mk]
export PLATFORM = sky130hd
export DESIGN_NAME = victim_cache_controller
export DESIGN_NICKNAME = victim_cache_controller
export VERILOG_FILES = /design/flow/design.v
export SDC_FILE = /design/flow/constraint.sdc
export NUM_CORES = 4
export LEC_CHECK = 1
export CORE_AREA = 10 10 70 70
export DIE_AREA = 0 0 80 80
[flow/constraint.sdc]
current_design victim_cache_controller

set clk_period 1.4
set clk_io_pct 0.2

create_clock -name clk0 -period $clk_period [get_ports {clk}]

set non_clock_inputs [all_inputs -no_clocks]
set_input_delay [expr $clk_period * $clk_io_pct] -clock clk0 $non_clock_inputs
set_output_delay [expr $clk_period * $clk_io_pct] -clock clk0 [all_outputs]
==> results_slide.txt <==
Implementation Results

Clock network
  • Clock-pin slew on the worst setup and hold paths: 0.04 ns
  • CTS H-tree depth: 1
  • Clock buffer depth: 2
  • TritonCTS Buffers: 3
  • Clk ins delay skew pair: 0.25 ns
  • CTS root buf: clkbuf_4
  • Clk sink count: 6
  • CTS tree: done

Die
  • Die Y: 80 um
  • IO Count: 22
  • Full die area: 6400 um2
  • Die Span X: 80 um
  • Core box area: 3420 um2
  • Placement Rows: 21
  • Pre-Place Util: 9.60%

Cells and area
  • Synthesis-to-layout area growth: 133%
  • Layout cells sized above 1: 64.9%
  • Register Area: 129 um2
  • Logic area: 234 um2
  • Filler cells: 376
  • Largest registers: state x6
  • Biggest register: state
  • Non-Filler Instances: 123
  • Max reg flops: 6

Final timing
  • Hold Violations, Final: 0
  • Slew margin rel.: 85.8%
  • Unrepaired setup endpoints after global routing: true
  • # setup viols final: 1
  • Total negative slack: -0.0908 ns
  • Max Freq: 671 MHz
  • Tightest Pin Transition: 0.213 ns
  • Fin crit share: 106%
  • Worst hold slack: 0.279 ns
  • Tmin final: 1.49 ns
  • Max-slew violations: 0
  • Clock skew: 0.00285 ns
  • Fin worst setup slack: -0.0908 ns

Setup path
  • Crit-path cells: buf_4 > nand2_1 > o21ai_2 > a311oi_2 > buf_2
  • Worst setup path class: flip-flop to primary output
  • R2r setup slk: 0.38 ns
  • WP data required: 1.12 ns
  • Worst path slowest cell: dfxtp_2
  • Setup crit end kind: primary output
  • Crit-path max cell delay: 0.32 ns
  • Critical path arrival: 1.21 ns
  • CP Max Fanout: 2
  • Reg2reg path depth: 6
  • CP Launch Type: flip-flop

Run status
  • Failing checks: negative setup slack
  • Status: complete, but fails checks

Detailed routing
  • Vias/cell: 3.44
  • Violation tally from detailed-route iteration zero: 8
  • Residual DRC: 0
  • Final ANT Viol Nets: 0
  • WL/cell: 10.0 um
  • Routed vias: 423
  • Diode count: 0
  • Pre-Repair DR Iteration Count: 2
  • Final WL: 1.24 mm

Run
  • Maxcap violations: 0
  • Log Warnings: 30

Power
  • Worst ir drop on vdd: 0.574 mV
  • Leak: 0.378 nW
  • Pwr dens: 877 nW/um2

Synthesis
  • Ys cells: 40
  • Avg Cell Area, Syn: 8.20 um2
  • Seq/Total Area, Yosys: 36.6%
  • Synth warn: 1
  • Unique cell types: 22
  • Flops after synth: 6
  • Mapped Cells: 40
  • Synthesized area: 328 um2
  • Yosys Chip Area: 328 um2

Global route
  • Vias in the first global route: 486
  • Initial antenna violation count: 0
  • GRT Total Usage: 4.22%
  • First-pass GRT wire length: 2.20 mm
  • Largest net degree at the start of global routing: 6
  • Gr ovfl total: 0

Placement
  • Worst slack, placed: -0.658 ns
  • Placer Congestion: 0.746
  • Placed cells: 112
  • PortBufs: 18

Worst hold path
  • WHS Path Cells: 2
  • Hold Crit Class: primary input to flip-flop
## Yosys cell counts
| cell type | count | area, um2 |
|---|---|---|
| nor2b_4 | 1 | 13.8 |
| a22oi_1 | 1 | 7.51 |
| o31ai_2 | 1 | 12.5 |
| dfxtp_1 | 6 | 120 |
| and2_2 | 1 | 7.51 |
| nand2_1 | 6 | 22.5 |
| and2_1 | 1 | 6.26 |
| buf_4 | 2 | 15.0 |
| nand3b_1 | 1 | 7.51 |
| inv_1 | 5 | 18.8 |
| nand3_1 | 1 | 5.00 |
| nand3b_2 | 1 | 11.3 |
| a21oi_1 | 1 | 5.00 |
| o21bai_1 | 1 | 7.51 |
| o22ai_1 | 1 | 6.26 |
| o21ai_1 | 1 | 5.00 |
| a311oi_2 | 1 | 15.0 |
| o21ai_0 | 4 | 20.0 |
| nand2b_1 | 1 | 6.26 |
| nor2b_1 | 1 | 6.26 |
| nor3_1 | 1 | 5.00 |
| nor2_1 | 1 | 3.75 |
## report_power, final
part,total (mW),switching (mW),leakage [nW],internal (mW)
Clock,0.161,0.0639,0.0138,0.0970
Sequential,0.214,0.0181,0.0515,0.196
Combinational,0.295,0.106,0.313,0.189
## layout by cell type, fill, tap and decap left out, drive strengths merged, types with 2 or more instances in the layout
master,n
and2,2
o21ai,5
dlygate4sd2,5
inv,5
dfxtp,6
nand2,6
clkdlybuf4s15,3
buf,25
nand3b,2
clkbuf,5
nor2b,2
## worst paths after layout
kind,start,to
min reg2reg,state[3],state[3]
min,l2_mem_resp,state[2]
max,state[2],addr_load
max reg2reg,state[0],state[3]
## layer usage
layer | part of all wire [%] | global-route usage [%]
met1 | 51 | 5.87
met2 | 34 | 5.14
met3 | 15 | 3.18
met4 | 0.57 | 0.352
met5 | 0 | 0
## cell type report
class                      instances  area share (%)
timing repair buffer              36            39.6
inverter                           5            2.45
multi-input combinational         27            30.6
clock buffer                       3            2.95
sequential                         6            16.9
tap                               46            7.53
## worst max-delay path: cells and delay by family (launching register included)
kind | cells | cell delay, ns
DFF | 1 | 0.32
and+or+nand+nor | 1 | 0.07
buffers and inverters | 2 | 0.27
AOI/OAI and AO/OA | 2 | 0.32
## through the flow
stage	cell area (um2)	power [mW]	utilization, %
2_1_floorplan	328	0.282	-
3_3_place_gp	626	0.459	18.3
3_5_place_dp	626	0.459	18.3
4_1_cts	747	0.663	21.9
5_1_grt	764	0.728	22.4
6_report	764	0.670	22.4
## logic make-up (layout without fill, tap and decap cells)
kind of cell           after synthesis  after routing  synth area share [%]
AOI/OAI and AO/OA                   11             11                  24.0
DFF                                  6              6                  36.6
and+or+nand+nor                     16             16                  29.0
buffers and inverters                7             44                  10.3
## repair_timing
action	4_1_cts	5_1_grt
resized	61	10
setup buffers	7	1
hold buffers	0	0
pin swaps	5	3
setup endpoints to repair	13	8
Power is estimated from default activity; no workload was simulated.
