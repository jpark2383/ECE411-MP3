<file path="run.sh">
#!/bin/bash
# OpenROAD 26Q1-2900-gdf79404cd8, Yosys 0.63+post, stock flow scripts
make -C /OpenROAD-flow-scripts/flow DESIGN_CONFIG=/design/flow/config.mk WORK_HOME=/design/flow/orfs finish
</file>
<file path="config.mk">
export PLATFORM = sky130hd
export DESIGN_NAME = array2
export DESIGN_NICKNAME = array2
export VERILOG_FILES = /design/flow/design.v
export SDC_FILE = /design/flow/constraint.sdc
export NUM_CORES = 4
export LEC_CHECK = 1
export CORE_UTILIZATION = 40
</file>
<file path="constraint.sdc">
current_design array2

set clk_period 3.9
set clk_io_pct 0.2

create_clock -name clk0 -period $clk_period [get_ports {clk}]

set non_clock_inputs [all_inputs -no_clocks]
set_input_delay [expr $clk_period * $clk_io_pct] -clock clk0 $non_clock_inputs
set_output_delay [expr $clk_period * $clk_io_pct] -clock clk0 [all_outputs]
</file>
<file path="design.v">
package lc3b_types;
typedef logic [15:0] lc3b_word;
typedef logic  [7:0] lc3b_byte;
typedef logic 	[10:0] lc3b_offset11;
typedef logic  [8:0] lc3b_offset9;
typedef logic 	[7:0] lc3b_offset8;
typedef logic  [5:0] lc3b_offset6;
typedef logic 	[4:0] lc3b_offset5;
typedef logic 	[3:0] lc3b_offset4;
typedef logic  [2:0] lc3b_reg;
typedef logic  [2:0] lc3b_nzp;
typedef logic  [1:0] lc3b_mem_wmask;
typedef logic [127:0] lc3b_cache_line;
typedef logic  [8:0] lc3b_c_tag;
typedef logic  [3:0] lc3b_c_offset;
typedef logic  [2:0] lc3b_c_index;
typedef logic [8:0] lc3b_c2_tag;
typedef logic [2:0] lc3b_c2_index;
typedef logic [3:0] lc3b_c2_offset;
typedef logic [11:0] lc3b_v_tag;
typedef struct packed {
	lc3b_reg dest;
	logic ir_5;
	lc3b_nzp nzp;
    logic[1:0] bhr_out;
    lc3b_word branch_pred_target;
    logic branch_hit;
	 lc3b_word pc;
	 logic[1:0] branch_pred;
} lc3b_passed_vals;
typedef enum bit [3:0] {
    op_add  = 4'b0001,
    op_and  = 4'b0101,
    op_br   = 4'b0000,
    op_jmp  = 4'b1100,    
    op_jsr  = 4'b0100,    
    op_ldb  = 4'b0010,
    op_ldi  = 4'b1010,
    op_ldr  = 4'b0110,
    op_lea  = 4'b1110,
    op_not  = 4'b1001,
    op_rti  = 4'b1000,
    op_shf  = 4'b1101,
    op_stb  = 4'b0011,
    op_sti  = 4'b1011,
    op_str  = 4'b0111,
    op_trap = 4'b1111
} lc3b_opcode;
typedef enum bit [3:0] {
    alu_add,
    alu_and,
    alu_not,
    alu_pass,
    alu_sll,
    alu_srl,
    alu_sra
} lc3b_aluop;
typedef struct packed {
	lc3b_opcode opcode;
	lc3b_aluop aluop;
	logic load_cc;
	logic load_regfile;
	logic[1:0] pc_sel;
	logic[2:0] sext_sel;
	logic[1:0] wb_sel;
	logic src_b_mux_sel;
	logic dest_sel;
	logic ex_write_sel;
	logic[1:0] lea_mux_sel;
	logic[1:0] jsr_mux_sel;
	logic check_cc;
    logic flush;
} lc3b_control_word;
endpackage : lc3b_types
module array2 #(parameter width = 16, parameter height = 32)
(
    input clk,
    input write,
    input [height-1:0] index_in,
    input [height-1:0] index_out,
    input [width-1:0] datain,
    output logic [width-1:0] dataout,
    output logic [width-1:0] preview
);
logic [width-1:0] data [2**height-1:0];
initial
begin
    for (int i = 0; i < $size(data); i++)
    begin
        data[i] = 1'b0;
    end
end
always_ff @(posedge clk)
begin
    if (write == 1)
    begin
        data[index_in] = datain;
    end
end
assign preview = data[index_in];
assign dataout = data[index_out];
endmodule : array2
</file>
==> git commit body <==
Log flow metrics for this revision

- Result of the run: completed
- Most instantiated flip-flop cell in the synthesis netlist: sky130_fd_sc_hd__edfxtp_1
* Met2 usage: 25.8%
* Capturing element type of the critical path: primary output
- TritonCTS built the clock tree.
* Tally of OpenROAD warnings: between 50 and 60
- The report puts the hold buffer count at CTS at 0.
* Placeable core region: 3470 µm²
- Clk sink count: 32
* Unrepaired setup endpoints after global routing: no
- Startpoint of the most critical hold path: datain[10]
- According to the timing report, the arrival time at the worst endpoint equals approximately 2500 ps.
- In this run the maximum-capacitance check reported violations numbering 0.
- In this run, flip-flops and latches consume between 50% and 60% of the power.
* Count of TritonRoute iterations in the first routing pass: 3
- Share of power burned in combinational logic: between 10 and 15%
- In the power breakdown, the internal column shows 571 µW.
- Post-route fraction of the period consumed by the critical path: a little over four fifths
- Number of rows in the core area: 21
- Counting the fill cells in the layout gives 232.
* Pin count of the biggest net entering global routing: 19
- Leakage power figure: 0.810 nW
- Tightest Pin Transition: 394 ps
- Initial detailed-routing violation count: 17
- After synthesis, flip-flops and latches occupy 64.2% of the total area.
- The final timing report gives a worst setup slack of 607 ps.
- The first global-routing pass estimated around 4.7 mm of wire.
* Root Driver: sky130_fd_sc_hd__clkbuf_8
- Counting flops and latches in the post-synthesis netlist gives 32.
* Share of total power consumed by net switching: 18.3%
- Cell area power density: 284 nW/µm²
- Antenna repair during routing inserted a diode count of 0.
- Global routing used roughly 16% of the available tracks.
- Maximum clock frequency: 0.304 GHz
- CTS resizes: 0
* Hold-critical path endpoint: data[0][10]
- Number of cells on the worst hold path: 1
* Cell area after synthesis: 1500 µm²
- Number of failing hold endpoints at the final stage: 0
- The number of global-route vias before repair came to 1,090.
- Dividing the detail-routed via count by the number of cells gives 4.96.
* Synth unique cells: 15
- The number of placed instances, taps included, is around 220.
* Post CTS Setup Buffer Count: 0
- Pins over their slew limit in the final report were tallied at 0.
- WS Path Type: in -> out
- For this run, global-route usage on met3 was measured as 6.99%.
* Most utilized layer in the global route result: met2
- The CTS report gives the tree buffer count as 5.
- Register clock-pin slew on the reported worst setup and hold paths: 60 ps
- Looking at the clock tree report, the maximum root-to-sink buffer count equals 2.
- Post-DRT Antenna Nets: 0
- For this run, the slowest stage of the critical path takes 710 ps.
- After legalization and detailed placement, the total HPWL measured between 2 and 2.5 mm.
* Synthesis warning total: 1
- The floorplan report gives the top-level pin count as about 110.
- The layout summary lists the proportion of cells stronger than drive strength 1 as 24.3%.
- After floorplanning, the die was sized to cover roughly 4000 µm².
- Global routing used 23.0% of the available met1 tracks.
- Area Growth Syn to Fin: 64.5%
- Critical path fanouts, max: 9
- Average instance area after synthesis: 16.3 µm²
- Setup violations remaining at the end of the flow were counted as 0.
- In this run the number of H-tree levels came out at 2.
* Critical Path, Cell by Cell: clkdlybuf4s50_1 > buf_4 > mux2_2 > clkdlybuf4s50_1
- For this design the total switching power over the nets is approximately 130 µW.
- Across all checked pins, the minimum headroom to the slew limit is around three quarters.
- Aggregate negative setup slack: 0 ps
* EDFF count, synth: 32
- The final layout contains routed wiring with a total length of 3.05 mm.
- Y dimension of the die: 63.2 µm
- Fp_density: 43.2%
- The initial antenna violation count is 0.
* Nature of the critical path startpoint: primary input
- The completed layout was analyzed and its total power is 699 µW.
- Required time reported for the critical path endpoint: 3120 ps
- Worst-path cell with the longest stage delay: sky130_fd_sc_hd__clkdlybuf4s50_1
- In the Yosys report the total cell count is 92.
- The analysis reports a worst IR drop on VDD of 0.192 mV.
- The most critical min-delay path falls under in -> reg.
- Count of input and output buffers: 82
- The most numerous cell type found on the critical path is sky130_fd_sc_hd__clkdlybuf4s50_1.
- WL per Instance: 13.4 µm
- Per report_power, the clock group accounts for 32.1% of the total.
- Non-filler instance count after layout: 227
- Remaining design rule violation count: 0
* Width of the chip: 63.2 µm
* YS chip area: 1500 µm²
* Final worst path period need: 3290 ps
- Global routing finished with a remaining overflow of 0.
- The routed layout has between 1k and 1.5k vias.
- Before CTS, the worst setup slack after placement is 581 ps.
- After technology mapping, the gate count stands at 92.
* Fraction of registers with async set/reset: 0%
- RePlAce ended its routability-driven mode at a weighted congestion of 0.723.
-- worst max-delay path, delay by kind of cell --
kind	cells	cell delay (ps)
buffers and inverters	3	1390
muxes	1	350
-- power groups by stage --
stage | Combinational [mW] | Sequential (mW) | Clock, mW
finish | 0.0962 | 0.378 | 0.224
global route | 0.103 | 0.378 | 0.245
CTS | 0.0972 | 0.378 | 0.232
-- area by class of cell --
class	count	area (µm²)	share of cell area [%]
tap	46	57.6	2.34
clock buffer	6	72.6	2.95
multi-input combinational	56	517	21.0
clock inverter	1	5.00	0.203
sequential	32	961	39.0
timing repair buffer	86	851	34.5
-- cell usage after synthesis, drive strengths merged, types with 2 or more instances --
| library cell | count | area, µm² |
|---|---|---|
| nand4 | 9 | 56.3 |
| or4 | 2 | 15.0 |
| edfxtp | 32 | 961 |
| buf | 3 | 21.3 |
| mux2 | 32 | 360 |
| nor3 | 2 | 15.0 |
| nor4 | 6 | 37.5 |
-- cell usage in the layout, fill, tap and decap left out, types with 2 or more instances in the layout --
cell type                          n
sky130_fd_sc_hd__clkbuf_8          5
sky130_fd_sc_hd__edfxtp_1         32
sky130_fd_sc_hd__buf_4             4
sky130_fd_sc_hd__nand4_1           9
sky130_fd_sc_hd__nor3_2            2
sky130_fd_sc_hd__clkdlybuf4s50_1  82
sky130_fd_sc_hd__nor4_1            6
sky130_fd_sc_hd__mux2_2           32
sky130_fd_sc_hd__or4_1             2
-- sequential cells by signal, summed over array words and instances, names as in the netlist --
| register | flops |
|---|---|
| data | 16 |
| data[-1] | 16 |
-- stage by stage --
| step | hold slack, ps | instance area [µm²] | utilization [%] |
|---|---|---|---|
| CTS | 1070 | 2460 | 71.0 |
| detailed placement | 1360 | 2390 | 68.8 |
| finish | 1080 | 2460 | 71.0 |
| global placement | 1360 | 2390 | 68.8 |
| global route | 1080 | 2460 | 71.0 |
| floorplan | 879 | 1500 | - |
-- how the worst max path moves through the flow --
| stage | end | from | slack [ps] | cells past startpoint |
|---|---|---|---|---|
| global route | dataout[8] | index_out[0] | 510 | 4 |
| CTS | dataout[8] | index_out[0] | 580 | 4 |
| finish | dataout[8] | index_out[0] | 610 | 4 |
-- layer usage --
layer  up-vias  wire (µm)  part of all wire, %
li1        555          -                    -
met1       505       1250                   41
met2        62       1410                   46
met3         5        343                   11
met4         0         42                  1.4
met5         -          0                    0
-- cell families (layout without fill, tap and decap cells) --
group / after synthesis / in the layout / share of synthesized area, %
mux: 32 / 32 / 24.1
flops: 32 / 32 / 64.2
simple gates: 24 / 24 / 10.1
buf+inv: 4 / 93 / 1.67
Power figures rest on the tool's default switching activity, not on a simulated workload.
